==> /design/flow/constraint.sdc <==
current_design VgaDriver

set clk_period 2.8
set clk_io_pct 0.2

create_clock -name clk0 -period $clk_period [get_ports {clk}]

set non_clock_inputs [all_inputs -no_clocks]
set_input_delay [expr $clk_period * $clk_io_pct] -clock clk0 $non_clock_inputs
set_output_delay [expr $clk_period * $clk_io_pct] -clock clk0 [all_outputs]
==> /design/flow/design.v <==
module VgaDriver(input clk,
                 output reg vga_h, output reg vga_v,
                 output reg [4:0] vga_r, output reg[4:0] vga_g, output reg[4:0] vga_b,
                 output [9:0] vga_hcounter,
                 output [9:0] vga_vcounter,
                 output [9:0] next_pixel_x,  
                 input [14:0] pixel,         
                 input sync,
                 input border);
reg [9:0] h, v;
wire hpicture = (h < 512);                     
wire hsync_on = (h == 512 + 23 + 35);          
wire hsync_off = (h == 512 + 23 + 35 + 82);    
wire hend = (h == 681);                        
wire vpicture = (v < 480);                     
wire vsync_on  = hsync_on && (v == 480 + 10);  
wire vsync_off = hsync_on && (v == 480 + 12);  
wire vend = (v == 523);                        
wire inpicture = hpicture && vpicture;
assign vga_hcounter = h;
assign vga_vcounter = v;
wire [9:0] new_h = (hend || sync) ? 0 : h + 1;
assign next_pixel_x = {sync ? 1'b0 : hend ? !v[0] : v[0], new_h[8:0]};
always @(posedge clk) begin
  h <= new_h;
  if (sync) begin
    vga_v <= 1;
    vga_h <= 1;
    v <= 0;
  end else begin
    vga_h <= hsync_on ? 0 : hsync_off ? 1 : vga_h;
    if (hend)
      v <= vend ? 0 : v + 1;
    vga_v <= vsync_on ? 0 : vsync_off ? 1 : vga_v;
    vga_r <= pixel[4:0];
    vga_g <= pixel[9:5];
    vga_b <= pixel[14:10];
    if (border && (h == 0 || h == 511 || v == 0 || v == 479)) begin
      vga_r <= 5'b11111;
      vga_g <= 5'b11111;
      vga_b <= 5'b11111;
    end
    if (!inpicture) begin
      vga_r <= 5'b00000;
      vga_g <= 5'b00000;
      vga_b <= 5'b00000;
    end
  end
end
endmodule
==> /design/flow/config.mk <==
export PLATFORM = sky130hd
export DESIGN_NAME = VgaDriver
export DESIGN_NICKNAME = VgaDriver
export VERILOG_FILES = /design/flow/design.v
export SDC_FILE = /design/flow/constraint.sdc
export NUM_CORES = 4
export LEC_CHECK = 1
export CORE_AREA = 10 10 108 108
export DIE_AREA = 0 0 118 118
==> /design/flow/run.sh <==
#!/bin/bash
# OpenROAD 26Q1-2900-gdf79404cd8, Yosys 0.63+post, stock flow scripts
make -C /OpenROAD-flow-scripts/flow DESIGN_CONFIG=/design/flow/config.mk WORK_HOME=/design/flow/orfs finish
==> summary.txt <==
Results of the flow run.

Among all flip-flop cells after synthesis, the most frequent one is dfxtp_1. Hold-check failures listed in the final report amount to 0. The combinational gate area stands at 836 um2. The area after detailed placement stands at 0.00264 mm2.

From the final report, the count of setup violators was given as 0. The setup check on the worst reg-to-reg path leaves a slack of 0.77 ns. The latest clock arrival within the worst-skew pair stands at 0.29 ns.

In this run the worst path has a maximum fanout of 9. The detailed router's first-iteration violation count stands at 93. The number of warnings in the stage logs stands at 30. The script extracted a total leakage power of 0.955 nW. The path with the worst hold slack has its endpoint at h[0]. Per the final report, max-transition violations number 0. The net switching power stands at 0.234 mW. At the placement stage, the worst setup path has a slack of 0.148 ns. In this run the count of I/O pins placed on the die edge is 65. The OpenROAD report gives the critical path a data arrival time of 2.07 ns.

The overall die area stands at 0.0139 mm2. The routed length on met2 stands at 2.43 mm. At the worst endpoint, the required time is 2.24 ns. The peak supply drop stands at 149 uV. The number of levels the H-tree was split into stands at 2. Setup repair after global routing left no endpoint under its margin. Per the detail_route log, the uppermost layer with routed signals is met4. In the synthesis report, Yosys lists the chip area as 0.00183 mm2. CTS placed an instance of clkbuf_8 at the clock tree root. The via count of the first global-routing pass came to 1609. The switching share of total power stands at 20.5%. By area the synthesized netlist is led by edfxtp_1, dfxtp_1, a21oi_2.

The vias after detailed routing stands at 1619. Yosys stat counts 187 cells in the synthesized netlist. The count of nets left with antenna violations once routing finished came out at 0.

The number of filler cells placed in the layout stands at 982. The clock net sink count stands at 37. The worst max-slew margin expressed relative to the limit stands at 53.5%. The depth of the worst register-to-register path stands at 5.

The initial antenna violation count stands at 0. The global routing usage summed across all routing layers stands at 7.36%. After clock tree synthesis, the setup repair step added 0 buffers. STA classifies the critical path endpoint as an output pin. The power per standard cell area stands at 413 mW/mm2. The worst path uses 93.9% of the clock period. The tally of yosys warning messages stands at 1.

The detailed router put a total of 2.24 mm of wire on met1. For this run the top cell type by instance count after synthesis was inv_1. The flip-flop and latch count after synthesis stands at 37.

The cell total after placement stands at 378. The DRC violation count after routing stands at 0. The aggregate routed wire length stands at 5.19 mm.

The first global-routing pass estimated 8.55 mm of wire. Wire segments on met3 add up to 477 um in the final route. In this run the critical register-to-register path is captured at vga_g[3]. The commonest cells after synthesis are inv_1, dfxtp_1, nor2_1, edfxtp_1, a21oi_1.

The routed design shows a wire length per standard cell of 13.4 um. The clock tree buffer depth stands at 2. STA lists the startpoint of the worst register-to-register path as h[2].

The internal portion of the total power is 0.907 mW. In the synthesized netlist, the number of instances is 187. Cells with a size suffix above 1 make up 12.1% of the layout. Counting flops with an async set or reset pin after synthesis yields a share of 0%.

The netlist uses 35 different library cells. After the flow finishes, the layout carries non-filler instances totaling 386. The worst setup path is launched from a flop. The worst clock skew stands at 0.0103 ns.

The clock network burns 39.6% of the power. The initial standard-cell utilization of the core stands at 19.7%. The biggest area contributor in the post-synthesis netlist is edfxtp_1. The post-route cell area stands at 0.00277 mm2.

The antenna cell count stands at 0. The final RePlAce weighted congestion stands at 0.775. The total half-perimeter wirelength after legalization and detailed placement stands at 4.03 mm. The combined area of all synthesized cells stands at 0.00183 mm2.

The area inside the core boundary stands at 0.00928 mm2. The sequential fraction of design power stands at 51.2%. The run finished with clean final reports. The leftover overflow at the end of global routing stands at 0. The first TritonRoute pass finished after 4 iterations. TritonCTS built the clock tree. The number of synthesized flops with an enable pin stands at 15. The signed area change from the synthesized netlist to the final layout stands at 51.2%. The depth of the worst hold-timing path stands at 1. The die extent in y stands at 118 um. The combinational group share of total power stands at 9.2%. Dividing the detail-routed via count by the number of cells gives 4.19.

The synthesized design devotes to its leading area cell type 24.6% of total area. Sequential elements use 48.7% of the synthesized area. Setup slack closes at 0.170 ns. A synthesized cell averages 9.78 um2. The clock edge transition at the registers on the reported setup and hold paths stands at 0.07 ns. Buffers placed on the I/O ports in this run total 64. The worst hold path begins at h[0].

The transition time recorded at the tightest slew-check pin is 0.693 ns. Checking hold timing, the worst path is listed with class reg2reg. The register area stands at 896 um2.

The number of hold buffers added after CTS stands at 0. The core occupancy in the finished layout stands at 29.8%. The horizontal extent of the die stands at 118 um. The setup path with the least slack is of type reg2out. Entering global routing, the biggest net connects 18 pins. The minimum period implied by the final worst setup slack stands at 2.63 ns. For this run, the top clock speed supported by timing is 380 MHz. The final layout reports a setup TNS of 0 ns.

The number of max-cap violations stands at 0. Clock tree synthesis inserted a total of 5 buffers. The number of cell rows stands at 35.
## layer usage
| layer | up-vias | track usage (%) |
|---|---|---|
| met5 | - | 0 |
| met3 | 2 | 3.11 |
| met4 | 0 | 0.850 |
| met2 | 60 | 11.9 |
| met1 | 751 | 9.27 |
| li1 | 806 | - |
## critical path, cell delays in order, from the launching register on
cell and delay [ns]:
dfxtp_4 0.37, inv_1 0.06, ha_1 0.18, and4bb_2 0.24, nand3_1 0.11, buf_4 0.17, and3_1 0.19, clkdlybuf4s50_1 0.47
## power by group through the flow
stage         clock network, mW  logic [mW]  registers, mW
global route              0.492       0.117          0.587
CTS                       0.473       0.108          0.584
finish                    0.452       0.105          0.585
## cells in the final DEF (no fill, tap or decap), types with 7 or more instances in the layout
cell type	instances
ha_1	7
inv_1	23
nand3_1	9
a21oi_2	10
nor2_1	17
clkdlybuf4s50_1	64
dfxtp_1	20
a21oi_1	14
edfxtp_1	15
## through the flow
| step | hold slack (ns) | total power, mW |
|---|---|---|
| 2_1_floorplan | 0.451 | 0.632 |
| 3_3_place_gp | 0.519 | 0.703 |
| 3_5_place_dp | 0.524 | 0.704 |
| 4_1_cts | 0.542 | 1.16 |
| 5_1_grt | 0.548 | 1.20 |
| 6_report | 0.501 | 1.14 |
## sequential cells by signal, summed over array words and instances, names as in the netlist
signal	cells
v	10
vga_b	5
vga_r	5
h	10
vga_g	5
vga_v	1
vga_h	1
## cell type report
class	count	area share [%]
flip-flops and latches	37	32.4
multi-input cells	121	30.2
repair buffers	68	24.3
well taps	129	5.84
clock buffers	8	4.16
inverters	23	3.12
## kinds of logic after synthesis
logic type      Yosys count  synth area share [%]
compound gates           37                  13.6
xor+xnor                 10                  4.79
fa+ha+maj                 7                  4.79
buf+inv                  29                  6.63
flops                    37                  48.7
simple gates             67                  21.5
## worst max-delay path by stage
stage | from | end | slack (ns) | cells after the start
CTS | h[1] | next_pixel_x[9] | 0.05 | 7
finish | h[1] | next_pixel_x[1] | 0.17 | 7
global route | h[1] | next_pixel_x[9] | 0.03 | 7
## what timing repair did
item,in CTS,in global routing
resized,1,4
endpoints found under the setup margin,7,10
pin swaps,0,1
hold endpoints to repair,0,0
Power is estimated from default activity; no workload was simulated.
