$ cat design/flow/design.v
module SDRAM_ctrl(
	input reset,
	input clk,
	input CE,
	input WE,
	input [22:0] Addr,
	output reg [7:0] RdData,
	input [7:0] WrData,
	output SDRAM_WEn, SDRAM_CASn, SDRAM_RASn,
	output reg [10:0] SDRAM_A,
	output reg [1:0] SDRAM_BA,
	output reg [3:0] SDRAM_DQM = 4'b1111,
	inout [31:0] SDRAM_DQ
);
localparam [2:0] SDRAM_CMD_LOADMODE  = 3'b000;
localparam [2:0] SDRAM_CMD_REFRESH   = 3'b001;
localparam [2:0] SDRAM_CMD_PRECHARGE = 3'b010;
localparam [2:0] SDRAM_CMD_ACTIVE    = 3'b011;
localparam [2:0] SDRAM_CMD_WRITE     = 3'b100;
localparam [2:0] SDRAM_CMD_READ      = 3'b101;
localparam [2:0] SDRAM_CMD_NOP       = 3'b111;
reg [2:0] SDRAM_CMD = SDRAM_CMD_NOP;
assign {SDRAM_RASn, SDRAM_CASn, SDRAM_WEn} = SDRAM_CMD;
reg [3:0] state=4'd0;
reg [5:0] refresh;
reg [9:0] AddrL;
reg [3:0] WrReqL;
reg [7:0] WrDataL;
always @(posedge clk) begin
	if(reset) begin
		SDRAM_CMD <= SDRAM_CMD_NOP;
		SDRAM_BA <= 0;
		SDRAM_A <= 0;
		SDRAM_DQM <= 4'b1111;
		WrReqL <= 0;
		state <= 0;
	end
	else begin
		case(state)
			4'd0: begin
				if(CE) begin
					SDRAM_CMD <= SDRAM_CMD_ACTIVE;	 
					SDRAM_BA <= Addr[22:21];	 
					SDRAM_A <= Addr[20:10];		 
					SDRAM_DQM <= 4'b1111;
					AddrL <= Addr[9:0];
					if(WE == 1'b0) WrReqL <= 4'b0000;
					else if(Addr[1:0] == 2'b00) WrReqL <= 4'b0001;
					else if(Addr[1:0] == 2'b01) WrReqL <= 4'b0010;
					else if(Addr[1:0] == 2'b10) WrReqL <= 4'b0100;
					else if(Addr[1:0] == 2'b11) WrReqL <= 4'b1000;
					WrDataL <= WrData;
					state <= 4'd1;
				end
				else
				begin
					SDRAM_CMD <= SDRAM_CMD_NOP;
					SDRAM_A <= 0;
					SDRAM_DQM <= 4'b1111;
					state <= 4'd0;
				end
			end
			4'd1: begin
				SDRAM_CMD <= WrReqL ? SDRAM_CMD_WRITE : SDRAM_CMD_READ;
				SDRAM_A <= AddrL[9:2];			 
				SDRAM_DQM <= WrReqL ? ~WrReqL : 4'b0000;
				state <= 4'd2;
			end
			4'd2: begin
				SDRAM_CMD <= SDRAM_CMD_PRECHARGE;	 
				SDRAM_A <= 11'b100_0000_0000;
				SDRAM_DQM <= 4'b1111;
				WrReqL <= 4'b0000;
				state <= 4'd3;
			end
			4'd3: begin
				SDRAM_CMD <= SDRAM_CMD_NOP;
				SDRAM_A <= 0;
				SDRAM_DQM <= 4'b1111;
				state <= 4'd4;
			end
			4'd4: begin
				if(AddrL[1:0] == 2'b00) RdData <= SDRAM_DQ[7:0];
				else if(AddrL[1:0] == 2'b01) RdData <= SDRAM_DQ[15:8];
				else if(AddrL[1:0] == 2'b10) RdData <= SDRAM_DQ[23:16];
				else if(AddrL[1:0] == 2'b11) RdData <= SDRAM_DQ[31:24];
				if(refresh) refresh <= refresh - 1'd1;
				else begin
					refresh <= 6'd53;
					SDRAM_CMD <= SDRAM_CMD_REFRESH;
				end
				SDRAM_A <= 0;
				SDRAM_DQM <= 4'b1111;
				state <= 4'd0;
			end
		endcase
	end
end
assign SDRAM_DQ = WrReqL ? {WrDataL, WrDataL, WrDataL, WrDataL} : 32'hZZZZZZZZ;
endmodule
$ cat design/flow/run.sh
#!/bin/bash
# OpenROAD 26Q1-2900-gdf79404cd8, Yosys 0.63+post, stock flow scripts
make -C /OpenROAD-flow-scripts/flow DESIGN_CONFIG=/design/flow/config.mk WORK_HOME=/design/flow/orfs finish
$ cat design/flow/config.mk
export PLATFORM = sky130hd
export DESIGN_NAME = SDRAM_ctrl
export DESIGN_NICKNAME = SDRAM_ctrl
export VERILOG_FILES = /design/flow/design.v
export SDC_FILE = /design/flow/constraint.sdc
export NUM_CORES = 4
export LEC_CHECK = 1
export CORE_UTILIZATION = 40
$ cat design/flow/constraint.sdc
current_design SDRAM_ctrl

set clk_period 4.5
set clk_io_pct 0.2

create_clock -name clk0 -period $clk_period [get_ports {clk}]

set non_clock_inputs [all_inputs -no_clocks]
set_input_delay [expr $clk_period * $clk_io_pct] -clock clk0 $non_clock_inputs
set_output_delay [expr $clk_period * $clk_io_pct] -clock clk0 [all_outputs]
==> flow_metrics.rpt <==
IMPLEMENTATION SUMMARY REPORT
----------------------------------------------------
[Logic synthesis]
  Cell Type Count ........................ between 40 and 50
  Synthesis area per yosys ........................ roughly 2600 sq um
  Instance tally after logic synthesis ........................ about 230
  Synth Area per Inst ........................ 11.0 sq um
  Number of standard cells reported by yosys ........................ approximately 230
  Commonest register cell after synthesis ........................ sky130_fd_sc_hd__edfxtp_1
  Count of yosys warnings during synthesis ........................ 2
  Count of state elements after synthesis ........................ around 57
  Async S/R FF share, synth ........................ 0
  Mapped cell area ........................ 2560 sq um
  Number of enable flip-flop cells ........................ 30
  Sequential share of the synthesized area ........................ 0.563

[Final layout]
  Fill cell instance count of the final layout ........................ roughly 540
  Fraction of layout instances using a drive strength above 1 ........................ 0.0899
  Syn-to-layout area delta ........................ 27.4%
  Combined flip-flop and latch cell area ........................ approximately 1400 sq um
  Area of the multi-input gates ........................ 861 sq um

[Route]
  Overall via count from detail_route ........................ 1,804
  Wire length per cell after detailed routing ........................ about 14 um
  Count of TritonRoute iterations in the first routing pass ........................ 4
  Residual DRC count ........................ 0
  Detailed-route wire length ........................ about 5000 um
  Vias/cell ........................ 5.11
  Number of antenna-violating nets in the routed design ........................ 0
  Inserted Diodes ........................ 0
  DRC marker count from the first detailed-route iteration ........................ ~77

[Clock tree]
  Number of gates given a new drive strength after cts ........................ 0
  CTS HTree Levels ........................ 3
  Worst-path clk slew ........................ roughly 0.070 ns
  Clock latency (worst-skew pair) ........... around 0.34 ns
  Max Root-Sink Buffers ........................ 2
  Hold-fix buffers at CTS ........................ 0
  TritonCTS buffer count ........................ 9
  Number of sinks driven by the clock tree ........................ 57
  Clock tree from TritonCTS ........................ done
  Buffer count from post-CTS setup fixing ........................ 0
  Cell chosen for the clock root ........................ sky130_fd_sc_hd__clkbuf_8

[Global routing]
  Initial antenna violation count ........................ 0
  Total overflow reported by the global router ........................ 0
  Wire length of the first global-routing pass ........................ about 7700 um
  Gr usage total ........................ 0.159
  Pin count of the biggest net entering global routing ........................ approximately 42
  Vias in the first global route ........................ 1,609

[Place]
  GPL Wtd Cong ........................ roughly 0.8
  Post-DP HPWL ........................ between 3000 and 4000 um
  PortBufs ........................ around 62

[Critical path]
  Maximum net fanout on the critical path ........................ 17
  Arrival time of the worst setup path ........................ ~2.4 ns
  Kind of critical path ........................ input port to flop
  Crit path required time ........................ 4.47 ns
  Element type at the critical path start ........................ input port
  CP Capture Type ........................ flop

[Timing]
  Hold_ws ........................ about 0.44 ns
  Setup Total Neg Slack ........................ 0 ns
  Maximum clock skew at final layout ........................ ~0.0067 ns
  Top achievable clock speed ........................ about 400 MHz
  Fin. max-slew vios ........................ 0
  Worst-Margin Slew ........................ a little under 0.8 ns
  Shortest clock period the worst path allows after layout ........................ around 2.5 ns
  Max-slew headroom at the worst pin ........................ 0.483
  Hold Vio Cnt, Final ........................ 0
  Total setup violations reported at the end of the flow ........................ 0
  Final period utilization ........................ 0.546
  Setup repair after global routing missed its margin ........................ no

[Pwr]
  Worst ir drop on vdd ........................ between 0.15 and 0.2 mV
  Total power divided by cell area ........................ 388 nW/um^2
  Lkg Pwr ........................ around 1.2 nW

[Flow run]
  Max Cap Violations ........................ 0
  Number of OpenROAD warnings ........................ 110

[Floorplanning]
  Area of the chip ........................ ~6700 sq um
  Pre-Place Util ........................ 0.422
  Width of the chip ........................ a little over 80 um
  Die span in y ........................ roughly 80 um
  Row count ........................ 28
  CORE AREA ........................ roughly 6000 sq um
  Number of top-level design ports ........................ about 95

[Worst hold path]
  Worst Hold Class ........................ flop to flop

[Status]
  Outcome ........................ finished clean

----------------------------------------------------
placed cells by master, fill, tap and decap left out, types with 2 or more instances in the layout:
cell	count
sky130_fd_sc_hd__clkdlybuf4s50_1	62
sky130_fd_sc_hd__edfxtp_1	30
sky130_fd_sc_hd__nand2_1	29
sky130_fd_sc_hd__dfxtp_1	27
sky130_fd_sc_hd__nand2b_1	11
sky130_fd_sc_hd__a21oi_1	11
sky130_fd_sc_hd__a21o_1	9
sky130_fd_sc_hd__clkbuf_8	9
sky130_fd_sc_hd__nor2_1	8
sky130_fd_sc_hd__a221oi_1	8
sky130_fd_sc_hd__inv_1	7
sky130_fd_sc_hd__ha_1	7
sky130_fd_sc_hd__o21ai_0	6
sky130_fd_sc_hd__nor2b_1	4
sky130_fd_sc_hd__o311ai_0	4
sky130_fd_sc_hd__nor3_1	4
sky130_fd_sc_hd__nand4_1	3
sky130_fd_sc_hd__xnor2_1	3
sky130_fd_sc_hd__clkinvlp_4	3
sky130_fd_sc_hd__buf_4	3
sky130_fd_sc_hd__and3_1	2
sky130_fd_sc_hd__a22oi_1	2
sky130_fd_sc_hd__a31o_2	2
sky130_fd_sc_hd__clkinv_2	2
cell type report:
type,count,area share
well taps,75,0.0288
multi-input cells,133,0.264
flip-flops and latches,57,0.442
clock inverters,7,0.0219
clock buffers,9,0.0380
inverters,7,0.00806
repair buffers,65,0.197
cells in the mapped netlist, types with 4 or more instances:
library cell	instances	share of area
sky130_fd_sc_hd__a221oi_1	8	0.027
sky130_fd_sc_hd__ha_1	7	0.034
sky130_fd_sc_hd__nor2b_1	4	0.0098
sky130_fd_sc_hd__nor3_1	4	0.0078
sky130_fd_sc_hd__nand2b_1	11	0.027
sky130_fd_sc_hd__a21oi_1	11	0.022
sky130_fd_sc_hd__inv_1	7	0.010
sky130_fd_sc_hd__o311ai_0	4	0.014
sky130_fd_sc_hd__nand2_1	29	0.043
sky130_fd_sc_hd__dfxtp_1	27	0.21
sky130_fd_sc_hd__buf_4	24	0.070
sky130_fd_sc_hd__buf_2	8	0.016
sky130_fd_sc_hd__o21ai_0	6	0.012
sky130_fd_sc_hd__nor2_1	8	0.012
sky130_fd_sc_hd__edfxtp_1	30	0.35
sky130_fd_sc_hd__a21o_1	9	0.026
stage by stage:
step / worst slack (ns) / total power, mW / instance area [sq um] / util / cells
final: 2.04 / 1.27 / 3260 / 0.538 / 353
after global routing: 1.94 / 1.33 / 3260 / 0.538 / 353
after CTS: 2.05 / 1.28 / 3260 / 0.538 / 353
after detailed placement: 1.67 / 0.813 / 3070 / 0.506 / 337
after global placement: 1.71 / 0.814 / 3070 / 0.506 / 337
after floorplan: 2.45 / 0.728 / 2560 / - / 232
layer usage:
layer | track usage | share of wire | vias up
met1 | 0.257 | 0.48 | 823
met2 | 0.215 | 0.43 | 82
met4 | 0.0228 | 0.0068 | 0
met3 | 0.0586 | 0.079 | 4
li1 | - | - | 895
met5 | 0 | 0 | -
power breakdown:
group	switching (mW)	total, mW	leakage [nW]	internal [mW]
logic	0.0866	0.196	0.628	0.109
registers	0.0187	0.605	0.495	0.587
clock network	0.210	0.464	0.0912	0.254
flip-flops by register name, summed over array words and instances, names as in the netlist:
signal     flops
WrReqL         4
AddrL          8
SDRAM_A       11
state          3
SDRAM_CMD      3
SDRAM_BA       2
RdData         8
SDRAM_DQM      4
refresh        6
SDRAM_DQ       8
worst max-delay path: stages:
cell and delay, ns:
sky130_fd_sc_hd__clkdlybuf4s50_1 0.51, sky130_fd_sc_hd__or4b_4 0.53, sky130_fd_sc_hd__nor2_4 0.47
path summary, 6_finish.rpt:
check / start / to / slack [ns] / depth (start not counted)
setup / recovery: CE / AddrL[3] / 2.04 / 3
hold / removal: SDRAM_DQ[4] / RdData[4] / 0.44 / 0
setup reg to reg: state[2] / AddrL[3] / 2.75 / 2
hold reg to reg: SDRAM_DQ[4] / RdData[4] / 0.44 / 0
cells by family (layout without fill, tap and decap cells):
logic type | after synthesis | after routing | synth area share
buffers and inverters | 42 | 88 | 0.101
adder cells (fa/ha/maj) | 7 | 7 | 0.0342
multiplexers | 1 | 1 | 0.00391
flip-flops | 57 | 57 | 0.563
AND/OR/NAND/NOR | 70 | 70 | 0.142
XOR/XNOR | 4 | 4 | 0.0137
AND-OR/OR-AND | 51 | 51 | 0.142
Power and IR drop assume default switching activity.
